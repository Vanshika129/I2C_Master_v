**design/flow/constraint.sdc**
```tcl
current_design i2c

set clk_period 5.0
set clk_io_pct 0.2

create_clock -name clk0 -period $clk_period [get_ports {clk}]

set non_clock_inputs [all_inputs -no_clocks]
set_input_delay [expr $clk_period * $clk_io_pct] -clock clk0 $non_clock_inputs
set_output_delay [expr $clk_period * $clk_io_pct] -clock clk0 [all_outputs]
```
**design/flow/run.sh**
```bash
#!/bin/bash
# OpenROAD 26Q1-2900-gdf79404cd8, Yosys 0.63+post, stock flow scripts
make -C /OpenROAD-flow-scripts/flow DESIGN_CONFIG=/design/flow/config.mk WORK_HOME=/design/flow/orfs finish
```
**design/flow/config.mk**
```make
export PLATFORM = sky130hd
export DESIGN_NAME = i2c
export DESIGN_NICKNAME = i2c
export VERILOG_FILES = /design/flow/design.v
export SDC_FILE = /design/flow/constraint.sdc
export NUM_CORES = 4
export LEC_CHECK = 1
export CORE_UTILIZATION = 50
```
**design/flow/design.v**
```verilog
`timescale 1ns / 1ps
`timescale 1ns / 1ps
module i2c(
    input wire clk,
    input wire rst,
    input wire en_start,
    output reg scl,
    output reg tristate,
    output reg sda_out,
    input wire sda_in,
    input wire [6:0] slave_address_in,
    input wire read_write_in,
    input wire [7:0] register_address_in,
    input wire [7:0] data_in,
    output wire [7:0] data_out
);
    reg [3:0] current_state,next_state;
    wire sda;
    reg clock_count;
    assign sda = (tristate == 0) ? sda_out : 1'bz;
    parameter idle=4'b0000,
            start=4'b0001,
            addr=4'b0010,
            ack_ad=4'b0011,
            addreg=4'b0100,
            ack_addreg=4'b0101,
            data=4'b0110,
            data_ack=4'b0111,
            stop=4'b1000,
            rep_start=4'b1001;
    reg [5:0] bit_count;
    always @(posedge clk) begin
        if (rst) begin
            clock_count <= 0;
        end
        else begin
            if ((current_state == idle) || (current_state == stop) || (next_state == rep_start)) begin
                clock_count <= 0;
            end
            else begin
                if (clock_count == 1) begin
                    clock_count <= 0;
                end
                else begin
                    clock_count <= clock_count + 1;
                end
            end
        end
    end
    always @(posedge clk) begin
        if (rst) begin
            bit_count <= 0;
        end
        else begin
            if ((current_state == idle) || (current_state == start) || (current_state == stop) || (current_state == rep_start)) begin
                bit_count <= 0;
            end
            else begin
                if (scl == 1'b1) begin
                bit_count <= bit_count + 1;
                end
            end
        end
    end
    reg [7:0] slave_address_save;
    reg read_write_save;
    reg repeated_start_indication;
    reg [7:0] data_write, data_read;
    reg [7:0] register_address_save;
    reg ack;  
    always @(posedge clk) begin
        if (rst) register_address_save <= 0;
        else if (current_state == addreg && scl == 1'b1) 
            register_address_save <= {register_address_save[6:0],1'b0};
        else if (current_state != addreg)
            register_address_save <= register_address_in;
    end
    always @(posedge clk) begin
        if (rst) begin
            data_write <= 0;
            data_read <= 0;
        end
        else begin
            if (current_state == data) begin
                if (read_write_save == 0) begin  
                    if (scl == 1'b1) data_write <= {data_write[6:0],1'b0};
                end
                else if (read_write_save == 1) begin  
                    if (scl == 1'b0) data_read <= {data_read[6:0],sda_in};
                end
            end
            else begin
                data_write <= data_in;
            end
        end
    end
    assign data_out = data_read;
    always @(posedge clk) begin
        if (rst) begin
            slave_address_save <= 0;
            read_write_save <= 0;
        end
        else begin
            if (current_state == addr && scl == 1'b1) begin
                slave_address_save <= {slave_address_save[6:0],1'b0};
            end
            else if (current_state != addr) begin
                slave_address_save <= {slave_address_in,read_write_in};
            end
            read_write_save <= read_write_in;
        end
    end
    always @(*) begin
        if (rst) ack = 1;
        else if (bit_count == 17) ack = 0;
        else ack = 1;
    end
    reg repeated_start_signal;
    always @(*)
    begin
        scl = 1;
        tristate = 0;
        sda_out = 1;
        next_state = current_state;
        repeated_start_indication=repeated_start_signal;
        if(rst) begin
            next_state=idle;
            repeated_start_indication = 0;
        end
        else begin
            case(current_state)
                idle:
                begin
                    if(en_start) next_state=start;
                end
                start:
                begin
                    sda_out=0;
                    scl=~clock_count;
                    repeated_start_indication = 0;
                    if (clock_count == 1) next_state=addr;
                end
                addr: begin
                    scl = ~clock_count;
                    sda_out = slave_address_save[7];
                    if ((bit_count == 7) && (scl == 1'b1)) begin
                        next_state = ack_ad;
                    end
                end
                ack_ad:
                begin
                    scl=~clock_count;
                    tristate=1; 
                    sda_out=1;
                    if ((bit_count == 8) && (scl == 1'b1)) begin
                        if (sda_in == 1'b0) begin  
                            if ((read_write_save == 1'b1) && (repeated_start_indication == 1'b1)) begin
                                next_state = data;  
                            end else begin
                                next_state = addreg;  
                            end
                        end else begin  
                            next_state = stop;
                        end
                    end
                end
                addreg:
                begin
                    scl = ~clock_count;
                    tristate = 0;
                    sda_out = register_address_save[7];
                    if ((bit_count == 16) && (scl == 1'b1)) begin
                        next_state = ack_addreg;
                    end
                end
                ack_addreg: begin
                    scl = ~clock_count;
                    tristate = 1; 
                    sda_out = 1;
                    if ((bit_count == 17) && (scl == 1'b1)) begin
                        if (sda_in == 1'b0) begin  
                            if (read_write_save == 0) begin
                                next_state = data;  
                            end else begin
                                next_state = rep_start;  
                            end
                        end else begin  
                            next_state = stop;
                        end
                    end
                end
                data: begin
                    scl = ~clock_count;
                    if (read_write_save == 0) begin  
                        tristate = 0;
                        sda_out = data_write[7];
                        if ((bit_count == 25) && (scl == 1'b1)) begin
                            next_state = data_ack;
                        end
                    end else begin  
                        tristate = 1;  
                        sda_out = 1;
                        if ((bit_count == 16) && (scl == 1'b1)) begin
                            next_state = data_ack;
                        end
                    end
                end
                data_ack: begin
                    scl = ~clock_count;
                    if (read_write_save == 0) begin  
                        tristate = 1;
                        sda_out = 1;
                        if ((bit_count == 26) && (scl == 1'b1)) begin
                            next_state = stop;
                        end
                    end else begin  
                        tristate = 0;
                        sda_out = ack; 
                        if ((bit_count == 17) && (scl == 1'b1)) begin
                            next_state = stop;
                        end
                    end
                end
                stop: begin
                    scl = 1;
                    sda_out = 1;
                    if (clock_count == 1) next_state = idle;
                end
                rep_start: begin
                    scl = 1;
                    sda_out = 1;
                    repeated_start_indication = 1;
                    if (clock_count == 1) next_state = start;
                end
                default: next_state = idle;
            endcase
        end
    end
    always @(posedge clk) begin
        if (rst) begin
            current_state <= 0;
            repeated_start_signal<=0;
        end
        else begin
            current_state <= next_state;
            repeated_start_signal<= repeated_start_indication;
        end
    end
endmodule
```
==> job_summary.md <==
## PnR job results

| Metric | Value |
|---|---|
| Outcome | `finished clean` |
| Fin crit share | `68.06%` |
| GRT Overall Usage | `21.51%` |
| Most frequent cells in the layout | `dfxtp_1, nor2_1, clkdlybuf4s50_1` |
| Drt drc | `0` |
| First-pass GRT wire length | `10.10 mm` |
| Post-Syn Area | `around 0.0029 mm2` |
| Final worst slack | `1597 ps` |
| Die height | `approximately 78 um` |
| Placed cell area | `0.003262 mm2` |
| Synth area leader | `dfxtp_1` |
| CTS Sinks | `55` |
| Total power draw | `901.4 uW` |
| Setup WS pre-CTS | `1592 ps` |
| YS chip area | `approximately 0.0029 mm2` |
| Vias per cell | `approximately 5.6` |
| Core Area | `0.005507 mm2` |
| RD Place Congestion | `0.9202` |
| Seq cells post-synth | `55` |
| Most common logic cell in the routed design | `dfxtp_1` |
| Fmax | `293.8 MHz` |
| Sequential share of the synthesized area | `38.34%` |
| DIE AREA | `0.006050 mm2` |
| Share of cells above drive strength 1 | `10.37%` |
| Headroom to the max-slew limit | `52.10%` |
| RSZ-0062 raised after global routing | `false` |
| Final Hold Viols | `0` |
| Cell chain of the critical path | `buf_2, a311oi_2, inv_2, clkdlybuf4s50_1` |
| Root Buffer | `clkbuf_8` |
| Drt total wl | `around 6.3 mm` |
| P_leak | `1.211 nW` |
| Crit path max-delay cell type | `a311oi_2` |
| Drt first pass iters | `4` |
| Final setup fails | `0` |
| Antenna diodes | `0` |
| VDD IR max | `~0.16 mV` |
| IO Port Bufs | `38` |
| Worst Clk Skew | `~10 ps` |
| Worst setup path class | `in2out` |
| Hold path cells | `2` |
| Syn_area_per_cell | `9.002 um2` |
| OpenROAD warning count | `29` |
| Clock Pin Slew Worst Setup and Hold Paths | `approximately 100 ps` |
| Max Cap Violations | `0` |
| Crit path max fanout | `24` |
| CP Capture Type | `output port` |
| Global route overflow | `0` |
| Finished Core Util | `61.35%` |
| CTS buffer count | `5` |
| Post-synthesis instance total | `319` |
| Commonest flop | `dfxtp_1` |
| Clk ins delay skew pair | `310 ps` |
| P&R area growth vs syn | `17.65%` |
| DP Wirelength | `4.600 mm` |
| Layout Cells excl Fill | `roughly 420` |
| Actual slew at the worst max-slew pin | `713.2 ps` |
| Synth unique cells | `57` |
| Cells in synth_stat.txt | `about 320` |
| Post-synth ARST share | `0%` |
| Largest cells by area | `dfxtp_1, mux2i_1, nor2_1` |
| Final ANT Viol Nets | `0` |
| Synth Warn # | `2` |
| Vias in the first global route | `2115` |
| Final Cell Area | `0.003378 mm2` |
| Cts repair resizes | `0` |
| Largest net degree at the start of global routing | `28` |
| CP arrival | `about 2400 ps` |
| Core Rows | `27` |
| CTS HTree Levels | `2` |
| Top cell area share | `38.34%` |
| Setup TNS Final | `0 ps` |
| Cell area power density | `266.8 mW/mm2` |
| 1st-iter DRT viols | `170` |
| Req. time, crit path | `4000 ps` |
| Die W | `77.78 um` |
| Placed insts | `411` |
| Tightest Hold Check Type | `reg2reg` |
| EDFF count, synth | `0` |
| Initial antenna violation count | `0` |
| Max-slew violation count | `0` |
| Largest stage delay, worst path | `510 ps` |
| FP Core Util | `52.15%` |
| Fill count | `494` |
| DR vias | `2355` |
| CP Launch Type | `primary input` |
| Maximum clock path buffer count | `2` |
| CTS tree | `done` |
| Postcts setup bufs | `0` |
| Boundary Pins | `39` |
| Hold WS | `504.4 ps` |
| Drt wl/cell | `15.09 um` |
| R2r worst-path depth | `7` |
| Hold_buf cts | `0` |
| Min Clock Period, post-route | `3403 ps` |
==> synthesized netlist by cell type (all sizes together), types with 4 or more instances <==
library cell,instances
dfxtp,55
nor2,55
mux2i,34
a211oi,26
nand2,20
buf,12
inv,12
a21oi,10
clkbuf,9
nor3,7
o21ai,7
nand3,6
or3,5
a221oi,4
ha,4
nor2b,4
==> cells by family (layout without fill, tap and decap cells) <==
| family | count (synthesis) | after routing | synth area share (%) |
|---|---|---|---|
| AOI/OAI and AO/OA | 73 | 73 | 20.83 |
| and+or+nand+nor | 115 | 115 | 20.74 |
| xor gates and xnor gates | 5 | 5 | 1.525 |
| DFF | 55 | 55 | 38.34 |
| adders and majority gates | 4 | 4 | 1.743 |
| buffers and inverters | 33 | 61 | 4.967 |
| muxes | 34 | 34 | 11.85 |
==> critical path: cells and delay by family <==
| kind | cells | cell delay [ps] |
|---|---|---|
| buffers and inverters | 3 | 880 |
| AND-OR/OR-AND | 1 | 510 |
==> flip-flops by register name (all words and copies together) (netlist names), named ones only <==
| signal | flops |
|---|---|
| current_state | 10 |
| data_read | 8 |
| data_write | 8 |
| register_address_save | 8 |
| slave_address_save | 8 |
| bit_count | 6 |
| clock_count | 1 |
| read_write_save | 1 |
| repeated_start_signal | 1 |
==> power breakdown <==
| part | internal (mW) | switching [mW] | leakage, nW |
|---|---|---|---|
| Sequential | 0.460 | 0.0228 | 0.452 |
| Combinational | 0.0639 | 0.0526 | 0.700 |
| Clock | 0.152 | 0.150 | 0.0587 |
==> routing by layer <==
layer  vias up  GRT usage, %  wire [um]
met3        13         3.943        348
met1      1076         29.94       2941
met4         0         5.660        148
met5         -             0          0
met2        64         35.04       2885
li1       1202             -          -
==> cell type report <==
cell class	instances	area, um2	area share [%]
Multi-Input combinational cell	231	1628	48.19
Tap cell	72	90.09	2.667
Sequential cell	55	1101	32.59
Clock buffer	5	68.82	2.037
Inverter	12	45.04	1.333
Clock inverter	3	47.55	1.407
Timing Repair Buffer	41	397.9	11.78
==> worst paths after layout <==
path | from | end | slack [ps]
worst max register to register | current_state[4] | register_address_save[6] | 2460
worst min-delay path | data_write[3] | data_write[3] | 500
worst min register to register | data_write[3] | data_write[3] | 500
worst max-delay path | rst | scl | 1600
Power and IR drop assume default switching activity.
